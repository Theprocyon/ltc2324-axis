--- ./design.v ---
module axis_fifo #(
    parameter DATA_WIDTH = 16,
    parameter DEPTH = 4,
    parameter ADDR_WIDTH = $clog2(DEPTH)
)(
    input clk,
    input rst_n,
    input wr_en,
    input [DATA_WIDTH-1:0] wr_data,
    input rd_en,
    output logic [DATA_WIDTH-1:0] rd_data,
    output logic valid,
    output logic full,
    output logic empty
);
    logic [DATA_WIDTH-1:0] mem [0:DEPTH-1];
    logic [ADDR_WIDTH:0] wr_ptr;   
    logic [ADDR_WIDTH:0] rd_ptr;
    assign full = (wr_ptr[ADDR_WIDTH] != rd_ptr[ADDR_WIDTH]) && 
                  (wr_ptr[ADDR_WIDTH-1:0] == rd_ptr[ADDR_WIDTH-1:0]);
    assign empty = (wr_ptr == rd_ptr);
    assign valid = !empty;
    always_ff @(posedge clk or negedge rst_n) begin
        if (!rst_n) begin
            wr_ptr <= 0;
        end else begin
            if (wr_en && !full) begin
                mem[wr_ptr[ADDR_WIDTH-1:0]] <= wr_data;
                wr_ptr <= wr_ptr + 1;
            end
        end
    end
    always_ff @(posedge clk or negedge rst_n) begin
        if (!rst_n) begin
            rd_ptr <= 0;
            rd_data <= 0;
        end else begin
            if (rd_en && !empty) begin
                rd_ptr <= rd_ptr + 1;
            end
            rd_data <= mem[rd_ptr[ADDR_WIDTH-1:0]];
        end
    end
endmodule
--- ./run.sh ---
#!/bin/bash
# OpenROAD 26Q1-2900-gdf79404cd8, Yosys 0.63+post, stock flow scripts
make -C /OpenROAD-flow-scripts/flow DESIGN_CONFIG=/design/flow/config.mk WORK_HOME=/design/flow/orfs finish
--- ./config.mk ---
export PLATFORM = sky130hd
export DESIGN_NAME = axis_fifo
export DESIGN_NICKNAME = axis_fifo
export VERILOG_FILES = /design/flow/design.v
export SDC_FILE = /design/flow/constraint.sdc
export NUM_CORES = 4
export LEC_CHECK = 1
export CORE_UTILIZATION = 30
--- ./constraint.sdc ---
current_design axis_fifo

set clk_period 5.5
set clk_io_pct 0.2

create_clock -name clk0 -period $clk_period [get_ports {clk}]

set non_clock_inputs [all_inputs -no_clocks]
set_input_delay [expr $clk_period * $clk_io_pct] -clock clk0 $non_clock_inputs
set_output_delay [expr $clk_period * $clk_io_pct] -clock clk0 [all_outputs]
==> results.txt <==
flow finished, numbers: chip area=11200 sq um, slowest stage cell, crit path=dfrtp_1, leakage power=0.00148 uW, most instantiated logic cells after routing=edfxtp_1 (64), clkdlybuf4s50_1 (38), dfrtp_1 (22), reg2reg path depth=3, IO buf count=38, cell family with most CP delay=buffers and inverters, Die W=106 um, min Tclk post-route=3.09 ns, diodes inserted=0, Crit Path Category=reg -> out, Min-Delay Path Depth=2, post-CTS resize count=0, Initial Util=0.311, Avg Inst Size Synth=17.5 sq um, wire length on met2=2700 um, cell count in the Yosys report=185, Synth area leaders=edfxtp_1 (60%), dfrtp_1 (17%), a222oi_1 (5.0%), mux2i_1 (5.0%), ha_1 (3.1%), Std-Cell Rows=37, CP endpoint kind=output port, DR WL/cell=15.2 um, M1 WL=2320 um, highest metal used=met4, # IOs=39, dominant logic cell type in the layout=edfxtp_1, initial antenna violation count=0, total CTS buffers=9, final HPWL from detailed placement=3440 um, Max Clock Skew=0.00609 ns, via count=1677, status=complete, no violations, Via-to-Cell Ratio=4.56, Hold Buf Count CTS=0, first-pass GRT wire length=9260 um, number of stages on the worst setup path=4, antenna viol nets, final=0, Detailed Route Iter0 Violations=96, worst min-delay path class=reg -> reg, critical path cell sequence=xor2_2 > or3_1 > inv_1 > clkdlybuf4s50_1, Worst path max stage delay=0.48 ns, Chip Area, Yosys=3230 sq um, f_max=0.323 GHz, Top cell area share=0.595, WL met3=544 um, CTS tree=done, Hold Slack=0.505 ns, worst rel slew slack=0.434, Final Util=0.383, clock root buffer=clkbuf_8, Post-Synthesis Cells=185, crit path DRT=4.40 ns, setup TNS=0 ns, Fin. Hold Viols=0, Yosys Warn Count=2, Synth cell types=20, Arr. time, crit path=1.99 ns, DR pass1 iterations=5, synthesis-to-finish area growth=22.9%, tool warnings=31, total global-route track usage=0.115, Final Cycle Share=0.562, clock-pin transition on the worst setup and hold timing paths=0.08 ns, pins over their slew limit=0, Worst-Margin Slew=0.850 ns, GR Overflow Total=0, # DRC=0, vias in the first global route=1820, Synth Seq Share=0.766, CTS max path bufs=2, clk latency of the worst-skew pair=0.34 ns, final wirelength=5600 um, core area=10400 sq um, clock sink count=86, fraction of layout cells with a size suffix above 1=0.0647, endpoints failing setup=0, unrepaired setup endpoints after global routing=false, Worst VDD drop=0.265 mV, Power Dens Cells=492 nW/um^2, pin count of the biggest net entering global routing=24, synthesized area=3230 sq um, setup bufs post-CTS=0, Buf/Inv on CP=2, flops out of synthesis=86, largest area contributor in the netlist=edfxtp_1, CP Max Fanout=9, H-tree depth=3, placer's final routability congestion estimate=0.791, crit start category=register, max cap viols=0, die height=106 um
-- cells in the mapped netlist --
master and count:
xor2_2 1, inv_1 21, a21oi_1 4, xor2_1 2
dfrtp_1 22, a211oi_1 2, o311ai_1 2, buf_2 1
nand2b_1 2, mux2i_1 16, edfxtp_1 64, o31ai_1 4
xnor2_1 6, nor3_1 1, o31a_1 1, or3_1 1
clkbuf_1 7, ha_1 8, a222oi_1 16, and3_1 4
-- kinds of logic after synthesis --
family,Yosys count,share of synthesized area
adders and majority gates,8,0.0310
xor gates and xnor gates,9,0.0267
muxes,16,0.0496
and+or+nand+nor,8,0.0151
DFF,86,0.766
AOI/OAI and AO/OA,29,0.0779
buffers and inverters,29,0.0341
-- metal layers --
metal  global-route usage  vias up
met1                0.149      810
met2                0.178       72
met3               0.0681        2
met5                    0        -
met4              0.00992        0
li1                     -      793
-- final cells by class --
type	count	area, sq um
well taps	136	170
multi-input cells	70	647
repair buffers	40	395
clock inverters	3	68.8
inverters	21	78.8
clock buffers	12	135
fillers	976	6400
flip-flops and latches	86	2470
-- where the power goes --
part | switching, uW | leakage, uW | internal [uW]
clock network | 198 | 0.000101 | 256
logic | 290 | 0.000531 | 310
registers | 64.7 | 0.000851 | 835
total | 552 | 0.00148 | 1400
-- flip-flops by register name, indices dropped and copies added (netlist names) --
register / cells
mem: 64
rd_data: 16
rd_ptr: 3
wr_ptr: 3
-- worst reg2reg max path: cells and delay by family, from the launching register on --
kind            cells  cell delay (ns)
xor+xnor            1             0.41
compound gates      1             0.24
flops               1             0.53
simple gates        1             0.73
-- final timing paths --
kind	start	end	slack, ns
setup / recovery	wr_ptr[0]$_DFFE_PN0P_	empty	2.41
hold / removal	mem[0][3]$_DFFE_PP_	rd_data[3]$_DFF_PN0_	0.50
setup reg to reg	rd_ptr[0]$_DFFE_PN0P_	mem[0][2]$_DFFE_PP_	3.22
hold reg to reg	mem[0][3]$_DFFE_PP_	rd_data[3]$_DFF_PN0_	0.50
max in group asynchronous	rst_n	rd_data[12]$_DFF_PN0_	4.14
min in group asynchronous	rst_n	rd_ptr[0]$_DFFE_PN0P_	1.11
-- per-stage QoR --
stage	cell area (sq um)	worst slack, ns	total power [uW]	std cells
floorplan	3230	3.32	1240	185
global placement	3760	2.25	1510	353
detailed placement	3760	2.22	1520	353
CTS	3970	2.38	1980	368
global route	3970	2.28	2080	368
finish	3970	2.41	1950	368
Power and IR drop assume default switching activity.
